<file path="design.v">
module flopR #(
    WIDTH = 32
) (
    input   logic               clk,
    input   logic               reset,
    input   logic [WIDTH-1:0]   D,
    output  logic [WIDTH-1:0]   Q
);
    always_ff @(posedge clk) begin
        if (reset)  Q <= '0;
        else        Q <= D;
    end
endmodule
module flopRE #(
    WIDTH = 32
) (
    input   logic               clk,
    input   logic               reset,
    input   logic               en,
    input   logic [WIDTH-1:0]   D,
    output  logic [WIDTH-1:0]   Q
);
    always_ff @(posedge clk) begin
        if (reset)      Q <= '0;
        else if (en)    Q <= D;
    end
endmodule
module flopRS #(
    WIDTH = 32
) (
    input   logic               clk,
    input   logic               reset,
    input   logic               stall,
    input   logic [WIDTH-1:0]   D,
    output  logic [WIDTH-1:0]   Q
);
    always_ff @(posedge clk) begin
        if (reset)          Q <= '0;
        else if (~stall)    Q <= D;
    end
endmodule
module flopRF #(
    WIDTH = 32
) (
    input   logic               clk,
    input   logic               reset,
    input   logic               flush,
    input   logic [WIDTH-1:0]   D,
    output  logic [WIDTH-1:0]   Q
);
    always_ff @(posedge clk) begin
        if (reset | flush)  Q <= '0;
        else                Q <= D;
    end
endmodule
module flopRFS #(
    WIDTH = 32
) (
    input   logic               clk,
    input   logic               reset,
    input   logic               stall,
    input   logic               flush,
    input   logic [WIDTH-1:0]   D,
    output  logic [WIDTH-1:0]   Q
);
    always_ff @(posedge clk) begin
        if (reset)          Q <= '0;
        else if (~stall) begin
            if (flush)      Q <= '0;
            else            Q <= D;
        end
    end
endmodule
module flopR_2clk #(
    WIDTH = 32,
    RESET = 0
) (
    input  logic               clk_tree,
    input  logic               target_clk,
    input  logic               reset,
    input  logic [WIDTH-1:0]   D,
    output logic [WIDTH-1:0]   Q
);
    logic target_meta, target_sync, target_sync_d;
    always_ff @(posedge clk_tree) begin
        if (reset) begin
            target_meta   <= 1'b0;
            target_sync   <= 1'b0;
            target_sync_d <= 1'b0;
        end else begin
            target_meta   <= target_clk;
            target_sync   <= target_meta;
            target_sync_d <= target_sync;
        end
    end
    wire target_rise = target_sync & ~target_sync_d;
    always_ff @(posedge clk_tree) begin
        if (reset)          Q <= RESET;
        else if (target_rise) Q <= D;
    end
endmodule
module flopRE_2clk #(
    WIDTH = 32
) (
    input  logic               clk_tree,
    input  logic               target_clk,
    input  logic               reset,
    input  logic               en,
    input  logic [WIDTH-1:0]   D,
    output logic [WIDTH-1:0]   Q
);
    logic target_meta, target_sync, target_sync_d;
    always_ff @(posedge clk_tree) begin
        if (reset) begin
            target_meta   <= 1'b0;
            target_sync   <= 1'b0;
            target_sync_d <= 1'b0;
        end else begin
            target_meta   <= target_clk;
            target_sync   <= target_meta;
            target_sync_d <= target_sync;
        end
    end
    wire target_rise = target_sync & ~target_sync_d;
    always_ff @(posedge clk_tree) begin
        if (reset)                  Q <= '0;
        else if (en && target_rise) Q <= D;
    end
endmodule
module flopRS_2clk #(
    WIDTH = 32
) (
    input  logic               clk_tree,
    input  logic               target_clk,
    input  logic               reset,
    input  logic               stall,
    input  logic [WIDTH-1:0]   D,
    output logic [WIDTH-1:0]   Q
);
    logic target_meta, target_sync, target_sync_d;
    always_ff @(posedge clk_tree) begin
        if (reset) begin
            target_meta   <= 1'b0;
            target_sync   <= 1'b0;
            target_sync_d <= 1'b0;
        end else begin
            target_meta   <= target_clk;
            target_sync   <= target_meta;
            target_sync_d <= target_sync;
        end
    end
    wire target_rise = target_sync & ~target_sync_d;
    always_ff @(posedge clk_tree) begin
        if (reset)                          Q <= '0;
        else if (~stall && target_rise)     Q <= D;
    end
endmodule
module flopRF_2clk #(
    WIDTH = 32
) (
    input  logic               clk_tree,
    input  logic               target_clk,
    input  logic               reset,
    input  logic               flush,
    input  logic [WIDTH-1:0]   D,
    output logic [WIDTH-1:0]   Q
);
    logic target_meta, target_sync, target_sync_d;
    always_ff @(posedge clk_tree) begin
        if (reset) begin
            target_meta   <= 1'b0;
            target_sync   <= 1'b0;
            target_sync_d <= 1'b0;
        end else begin
            target_meta   <= target_clk;
            target_sync   <= target_meta;
            target_sync_d <= target_sync;
        end
    end
    wire target_rise = target_sync & ~target_sync_d;
    always_ff @(posedge clk_tree) begin
        if (reset) begin
            Q <= '0;
        end else if (target_rise) begin
            if (flush)  Q <= '0;
            else        Q <= D;
        end
    end
endmodule
module flopRFS_2clk #(
    WIDTH = 32
) (
    input  logic               clk_tree,
    input  logic               target_clk,
    input  logic               reset,
    input  logic               stall,
    input  logic               flush,
    input  logic [WIDTH-1:0]   D,
    output logic [WIDTH-1:0]   Q
);
    logic target_meta, target_sync, target_sync_d;
    always_ff @(posedge clk_tree) begin
        if (reset) begin
            target_meta   <= 1'b0;
            target_sync   <= 1'b0;
            target_sync_d <= 1'b0;
        end else begin
            target_meta   <= target_clk;       
            target_sync   <= target_meta;      
            target_sync_d <= target_sync;      
        end
    end
    wire target_rise = target_sync & ~target_sync_d;
    wire update      = target_rise & ~stall;
    always_ff @(posedge clk_tree) begin
        if (reset) begin
            Q <= '0;
        end else if (update) begin
            if (flush)  Q <= '0;
            else        Q <= D;
        end
    end
endmodule
</file>
<file path="run.sh">
#!/bin/bash
# OpenROAD 26Q1-2900-gdf79404cd8, Yosys 0.63+post, stock flow scripts
make -C /OpenROAD-flow-scripts/flow DESIGN_CONFIG=/design/flow/config.mk WORK_HOME=/design/flow/orfs finish
</file>
<file path="config.mk">
export PLATFORM = sky130hd
export DESIGN_NAME = flopRS_2clk
export DESIGN_NICKNAME = flopRS_2clk
export VERILOG_FILES = /design/flow/design.v
export SDC_FILE = /design/flow/constraint.sdc
export NUM_CORES = 4
export LEC_CHECK = 1
export CORE_AREA = 10 10 112 112
export DIE_AREA = 0 0 122 122
</file>
<file path="constraint.sdc">
current_design flopRS_2clk

set clk_period 2.2
set clk_io_pct 0.2

create_clock -name clk0 -period $clk_period [get_ports {clk_tree}]

set non_clock_inputs [all_inputs -no_clocks]
set_input_delay [expr $clk_period * $clk_io_pct] -clock clk0 $non_clock_inputs
set_output_delay [expr $clk_period * $clk_io_pct] -clock clk0 [all_outputs]
</file>
==> flow_summary.ini <==
; synthesis and place-and-route metrics
[final_timing]
finalHoldViolations = 0
slew_viol_final = 0
setup_viol = 0
finalCritPeriodShare = 0.701
final.setup_skew_ns = 0.00404
period_minus_slack_ns = 1.54
rsz0062_at_grt = no
fmax_mhz = 648
worst_hold_slack_ns = 0.438
slew_headroom = 0.841
worst_pin_slew_ns = 0.238
final.setup.tns_ns = 0

[run]
maxCapViolations = 0
warning_count = 25

[global_routing]
grt_max_degree = 68
track_usage = 0.0480
first_global_vias = 1195
antenna_found_initial = 0
gr-total-overflow = 0
grt_pass1_wl_um = 6000

[pwr]
clock_power_share = 0.390
p_leak_nw = 0.803
pwr-share-seq = 0.492
power.total_mw = 1.33
netSwitchingFraction = 0.212
power_density_mw_per_mm2 = 546
p_int_mw = 1.05
power.switching_mw = 0.283
ir_drop_uv = 202
combPwrFrac = 0.118

[synth]
syn-instance-count = 146
synth_area_mm2 = 0.00156
ys.flops = 35
ys_types = 9
topCellsByArea = dfxtp_1, nand2b_1, mux2i_1
synth_chip_area_mm2 = 0.00156
yosys_cells = 146
synth_seq_share = 0.449
synth.avg_cell_area_um2 = 10.7
top_area_cell = dfxtp_1
top_area_frac = 0.449
yosys_warnings = 1

[cells_and_area]
fin_util = 0.238
synthToLayoutAreaGrowth_pct = 56.5
drive_above_1_share = 0.0472
final_cell_mix = clkdlybuf4s50_1, nand2b_1, dfxtp_1
fillers = 1085
lay_top_count = clkdlybuf4s50_1

[cts]
cts_buffers = 5
clock_path_buffers = 2
cts_root_buf = clkbuf_8
post-cts-setup-buffer-count = 0
clk_pin_slew_ns = 0.07
ctsResizeCount = 0
insertion_delay_ns = 0.28
ctsHoldBuffers = 0
cts_max_level = 2
cts_tree = done
cts.sinks = 35

[route]
wl_per_cell_um = 10.6
antennaDiodeCount = 0
first_pass_iters = 4
viasPerCell = 3.25
drt_wl_total_um = 3680
antenna_left = 0
drt_first_iter_violations = 42
num_vias = 1131
post-route-drc-count = 0

[critical_path]
critPathArrivalTime_ns = 1.10
cp.required_ns = 1.76
crit_chain = clkdlybuf4s50_1
cpPeakStageDelay_ns = 0.48
path_max_fanout = 2
slowest_stage = clkdlybuf4s50_1
startpoint_type = register
end_kind = primary output
crit_type = register to primary output
crit_buf_inv = 1
crit_family = buffers and inverters

[run_status]
status = finished clean

[floorplan]
die_area_mm2 = 0.0149
io_pins = 68
fp-utilization = 0.152
rows = 37
die_h_um = 122
die_x_um = 122
core-area_mm2 = 0.0102

[placement]
gp_congestion = 0.703
portBuffers = 67
hpwl_um = 2560

[worst_hold_path]
holdCritPathClass = register to register
metal layers:
metal,wire length [um],share of wire,global-route usage,vias up
li1,-,-,-,596
met1,1530,0.42,0.0576,490
met2,1670,0.45,0.0774,41
met3,408,0.11,0.0225,4
met4,67,0.018,0.00969,0
met5,0,0,0,-
kinds of logic after synthesis:
| group | after synthesis | synth area share |
|---|---|---|
| buffers and inverters | 11 | 0.0682 |
| muxes | 32 | 0.205 |
| and+or+nand+nor | 68 | 0.277 |
| DFF | 35 | 0.449 |
area by class of cell:
| class | instances | area, um2 | share of cell area |
|---|---|---|---|
| Timing Repair Buffer | 69 | 711 | 0.291 |
| Multi-Input combinational cell | 100 | 758 | 0.311 |
| Tap cell | 136 | 170 | 0.0697 |
| Clock buffer | 8 | 100 | 0.0410 |
| Sequential cell | 35 | 701 | 0.287 |
cells in the mapped netlist:
| cell | instances |
|---|---|
| nor3b_2 | 1 |
| clkbuf_2 | 1 |
| nor2b_1 | 3 |
| clkbuf_1 | 5 |
| mux2i_1 | 32 |
| dfxtp_1 | 35 |
| nand2b_1 | 64 |
| buf_12 | 3 |
| buf_6 | 2 |
state kept, by name, summed over array words and instances, names as in the netlist:
register       cells
Q                 32
target_meta        1
target_sync        1
target_sync_d      1
power by group through the flow:
stage | clock, mW | combinational, mW | sequential, mW
final | 0.519 | 0.157 | 0.655
after global routing | 0.589 | 0.173 | 0.657
after CTS | 0.559 | 0.161 | 0.655
path summary, 6_finish.rpt:
kind,startpoint,to,slack [ns],cells past startpoint
max,Q[18],Q[18],0.66,1
min,target_meta,target_sync,0.44,1
max reg2reg,target_sync_d,Q[31],1.08,3
min reg2reg,target_meta,target_sync,0.44,1
through the flow:
stage          instance area (um2)  instances  setup WS (ns)
2_1_floorplan                 1560        146           1.08
3_3_place_gp                  2340        340          0.538
3_5_place_dp                  2340        340          0.513
4_1_cts                       2440        348          0.628
5_1_grt                       2440        348          0.589
6_report                      2440        348          0.657
Power figures rest on the tool's default switching activity, not on a simulated workload.
