==> flow/design.v <==
module priority_encoder #(
    parameter int WIDTH         = 8,    
    parameter bit MSB_PRIORITY  = 1     
)(
    input  logic [WIDTH-1:0]                 in,
    output logic [$clog2(WIDTH)-1:0]         idx,     
    output logic                             valid    
);
    always_comb begin
        valid = (in != '0);
        idx   = '0;
        if (MSB_PRIORITY) begin
            for (int i = WIDTH-1; i >= 0; i--) begin
                if (in[i]) idx = i[$clog2(WIDTH)-1:0];
            end
        end else begin
            for (int i = 0; i < WIDTH; i++) begin
                if (in[i]) idx = i[$clog2(WIDTH)-1:0];
            end
        end
    end
endmodule
==> flow/run.sh <==
#!/bin/bash
# OpenROAD 26Q1-2900-gdf79404cd8, Yosys 0.63+post, stock flow scripts
make -C /OpenROAD-flow-scripts/flow DESIGN_CONFIG=/design/flow/config.mk WORK_HOME=/design/flow/orfs finish
==> flow/config.mk <==
export PLATFORM = sky130hd
export DESIGN_NAME = priority_encoder
export DESIGN_NICKNAME = priority_encoder
export VERILOG_FILES = /design/flow/design.v
export SDC_FILE = /design/flow/constraint.sdc
export NUM_CORES = 4
export LEC_CHECK = 1
export CORE_AREA = 10 10 70 70
export DIE_AREA = 0 0 80 80
==> flow/constraint.sdc <==
current_design priority_encoder

set clk_period 1.0
set clk_io_pct 0.2

create_clock -name clk0 -period $clk_period

set non_clock_inputs [all_inputs -no_clocks]
set_input_delay [expr $clk_period * $clk_io_pct] -clock clk0 $non_clock_inputs
set_output_delay [expr $clk_period * $clk_io_pct] -clock clk0 [all_outputs]
==> changes_impl.md <==
### Implementation results

* Unrepaired setup endpoints after global routing: true
* Die Y at 80 um
* Port Buffers at 12
* Critical path, cell by cell: buf_8 -> nor4_4 -> and3b_1 -> buf_2
* Die Size at 6400 um2
* Dpl cells at 72
* Largest net degree at the start of global routing at 4
* Area of the core at 3420 um2
* Initial antenna violation count at 0
* Warnings from Yosys at 1
* Cts-stage hold buffer count at 0
* Synthesis-to-layout area growth at 252%
* Flop Count at 0
* Status: complete, but fails checks
* Log Warnings at 34
* Mean Syn Cell Area at 6.26 um2
* # clk buffers at 0
* Critical Path Sink Type: output port
* Worst Tran Pin Value at 0.233 ns
* WL final at 520 um
* # fillers at 403
* Tcrit/Tclk final at 1.07
* Worst Path Max Fanout at 3
* Yosys Chip Area at 81.3 um2
* Setup WS pre-CTS at -0.834 ns
* Slowest stage delay, CP at 0.26 ns
* Ant. Diodes at 0
* Pre-antenna DRT Iters at 2
* HP Class: in2out
* Most frequent logic cells in the routed design: 6 x buf_2, 5 x buf_6
* Post-Syn Instances at 13
* Die width at 80 um
* Total GRT Usage at 0.0139
* Worst IR Drop VDD at 29.8 uV
* Antenna Nets Post-Route at 0
* Detailed router's first-iteration violation count at 3
* Fp util at 0.0238
* CP delay by family, top: simple AND/OR/NAND/NOR gates
* Final tally of max-slew violations at 0
* Worst path arrival time at 0.87 ns
* F_max at 0.931 GHz
* Max_slew headroom at 0.843
* Routed wire per std cell at 7.22 um
* Seq share, synth at 0
* PwrDens at 303 nW/um2
* Total gr overflow at 0
* PnR worst setup slack at -0.0744 ns
* GPL Wtd Cong at 0.706
* Ys cells at 13
* Max_cap viols at 0
* Synth unique cells at 11
* Area of the mapped netlist at 81.3 um2
* Via count at 144
* Crit path DRT at 0.80 ns
* Violated checks: setup timing
* Crit path launch type: primary input
* Slowest-stage cell, CP: nor4_4
* Std-Cell Rows at 21
* Finished Layout Cells at 72
* Top-level I/O count at 12
* First-pass GRT wire length at 752 um
* CP Class: in2out
* Commonest Layout Cell: buf_2
* Final min period at 1.07 ns
* Setup violations, final at 2
* DRC at 0
* Final Hold Viols at 0
* Vias in the first global route at 155
* Vias per cell at 2.00
* Post-CTS Setup Inserts at 0
* Register area at 0 um2
* Layout cells sized above 1 at 0.808
* Buffer-and-inverter tally for the worst setup path at 2
* Static leakage at 0.109 nW
## metal layers
| layer | track usage | wire, um |
|---|---|---|
| met1 | 0.0204 | 249 |
| met2 | 0.0217 | 231 |
| met3 | 0.00227 | 40 |
| met4 | 0 | 0 |
| met5 | 0 | 0 |
## timing repair
action | 4_1_cts | 5_1_grt
resized | 50 | 14
pin swaps | 7 | 3
endpoints found under the setup margin | 4 | 4
cloned | 0 | 0
## final timing paths
check / from / end / slack, ns / cells past startpoint
worst min-delay path: in[4] / idx[0] / 0.66 / 3
worst max-delay path: in[4] / idx[2] / -0.07 / 4
## metrics by stage
stage                     utilization  TNS [ns]  area (um2)  power [mW]  hold slack, ns
after global routing           0.0839    -0.230         287      0.0953           0.681
after floorplan                     -         0        81.3      0.0143           0.434
final                          0.0839   -0.0817         287      0.0868           0.659
after global placement         0.0780     -3.15         267      0.0734            1.39
after CTS                      0.0777    -0.396         265      0.0753           0.721
after detailed placement       0.0780     -3.18         267      0.0743            1.41
## kinds of logic after synthesis
family                 after synthesis  share of synthesized area
AOI/OAI and AO/OA                    5                      0.415
and+or+nand+nor                      7                      0.538
buffers and inverters                1                     0.0461
## worst min-delay path, cell delays in order
cell	delay, ns
buf_8	0.08
o41ai_2	0.07
buf_2	0.10
## cell type report
type                            count  area, um2  area share
Multi-Input combinational cell     12        119       0.415
Timing Repair Buffer               13        106       0.371
Inverter                            1       3.75      0.0131
Tap cell                           46       57.6       0.201
## Yosys cell counts
master / count / area share
nor2_1: 3 / 0.14
o21bai_1: 1 / 0.092
inv_1: 1 / 0.046
o21ai_0: 1 / 0.061
nor2b_1: 1 / 0.077
nand3_1: 1 / 0.061
a21boi_0: 1 / 0.092
o41ai_1: 1 / 0.11
a21oi_1: 1 / 0.061
and3b_1: 1 / 0.11
nor4_2: 1 / 0.15
## report_power, final
part	total, mW	internal, mW	switching, mW	leakage, nW
Sequential	0	0	0	0
Clock	0	0	0	0
Combinational	0.0868	0.0504	0.0364	0.109
Power is estimated from default activity; no workload was simulated.
